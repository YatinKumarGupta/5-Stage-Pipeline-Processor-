--- ./config.mk ---
export PLATFORM = sky130hd
export DESIGN_NAME = Branch
export DESIGN_NICKNAME = Branch
export VERILOG_FILES = /design/flow/design.v
export SDC_FILE = /design/flow/constraint.sdc
export NUM_CORES = 4
export LEC_CHECK = 1
export CORE_AREA = 10 10 108 108
export DIE_AREA = 0 0 118 118
--- ./constraint.sdc ---
current_design Branch

set clk_period 17.5
set clk_io_pct 0.2

create_clock -name clk0 -period $clk_period

set non_clock_inputs [all_inputs -no_clocks]
set_input_delay [expr $clk_period * $clk_io_pct] -clock clk0 $non_clock_inputs
set_output_delay [expr $clk_period * $clk_io_pct] -clock clk0 [all_outputs]
--- ./design.v ---
`timescale 1ns / 1ps
module Branch(ALU_ctrl,im_addr,im_ext,pc,br_ctrl,ALUOp,flag,br_pc,br);
input [31:0] im_ext,pc,im_addr;
input br_ctrl;
input [3:0] ALU_ctrl;
input [1:0] flag;
input [1:0] ALUOp;
output reg[31:0] br_pc;
output  reg br;
reg [2:0] x;
always@(*)
begin
	if(ALUOp[1] & ALUOp[0]) 		 
	begin 
		br_pc = im_addr;   		 
		br = 1; 			 
	end
	else
	begin
		br_pc = im_ext + pc;   		 
	if(ALU_ctrl == 4'd10) 			 
		br = flag[1] & br_ctrl;  	 
	else if(ALU_ctrl == 4'd11) 		 
		br = flag[0] & br_ctrl; 	 
	else
		br = 0;				 
	end 
end
endmodule
--- ./run.sh ---
#!/bin/bash
# OpenROAD 26Q1-2900-gdf79404cd8, Yosys 0.63+post, stock flow scripts
make -C /OpenROAD-flow-scripts/flow DESIGN_CONFIG=/design/flow/config.mk WORK_HOME=/design/flow/orfs finish
==> impl_metrics.json <==
{
  "outcome": "finished, final reports clean",
  "timing.fmax_ghz": 0.09669,
  "use_met3_pct": 2.333,
  "stdcell_area_um2": 3640,
  "crit_required_ns": 14.00,
  "hold_buffers": 0,
  "fp_util_pct": 22.92,
  "ys_types": 46,
  "mux_share_pct": 1.470,
  "grt_busiest_layer": "met2",
  "coreArea_um2": 9284,
  "drt_pass1_iterations": 4,
  "io_buffer_count": 138,
  "yosys_warnings": 1,
  "rows": 35,
  "combGateArea_um2": 2067,
  "ff_count": 0,
  "syn_inst": 332,
  "hpwl_um": 7594,
  "path_max_fanout": 5,
  "drtIter0Drc": 147,
  "relSlewSlack_pct": 66.66,
  "critical_path.startpoint_type": "input port",
  "slowest_stage": "clkdlybuf4s50_1",
  "grt_util_met1_pct": 16.24,
  "die_area_um2": 13920,
  "io_pins": 138,
  "routabilityCongestion": 0.8573,
  "flop_area_um2": 0,
  "grt_usage_pct": 11.78,
  "ys_sh_simple_pct": 27.51,
  "grt_pass1_vias": 2797,
  "power_mw": 0.1295,
  "wirelength_um": 8678,
  "power.leakage_nw": 1.508,
  "placed_area_um2": 3640,
  "syn_to_final_growth_pct": 71.02,
  "die_x_um": 118,
  "lay_top_count": "clkdlybuf4s50_1",
  "finalNonFillerCells": 588,
  "grt_util_met2_pct": 19.27,
  "yosysSeqAreaShare_pct": 0,
  "crit_family": "AND-OR/OR-AND gates",
  "tool_warnings": 32,
  "arrival_ns": 6.84,
  "worstSetupEndpointType": "primary output",
  "path_cells": "clkdlybuf4s50_1, ha_1, fa_1, a21o_1, a221oi_2, o21bai_2, a2111oi_4, nor2_2, a21o_1, a211oi_1, clkdlybuf4s50_1",
  "syn_area_um2": 2128,
  "ys_cells": 332,
  "hold_class": "in -> out",
  "postCtsSetupBuffers": 0,
  "syn_avg_cell_area_um2": 6.411,
  "path_buffers": 2,
  "mostFrequentLayoutCells": "clkdlybuf4s50_1 (138), a21oi_1 (49), nor2_1 (45)",
  "ys_top_logic_family": "AND-OR/OR-AND gates",
  "antenna_found_initial": 0,
  "drcViolationCount": 0,
  "hold_viol": 0,
  "ant_nets": 0,
  "slew_violations": 0,
  "overflow": 0,
  "antenna-diode-count": 0,
  "synthXorXnorAreaFrac_pct": 9.877,
  "cts_resized": 0,
  "n_fill_cell": 1006,
  "finalClockPeriodUsage_pct": 59.10,
  "grt_max_degree": 49,
  "setup_viol": 0,
  "drv_cap": 0,
  "num_vias": 2825,
  "worstSetupPathType": "in -> out",
  "routedWlPerCell_um": 14.76,
  "max-vdd-ir-drop_v": 0.00001652,
  "grt_pass1_wl_um": 14090,
  "rsz0062_at_grt": "false",
  "clock_buffers": 0,
  "hold_slack_ns": 7.885,
  "dp_cells": 588,
  "drive_gt1_share_pct": 3.268,
  "tns_ns": 0,
  "p_per_area_nw_per_um2": 35.58,
  "ys_area_um2": 2128,
  "die_y_um": 118,
  "period_needed_ns": 10.34,
  "via_per_inst": 4.804,
  "adder_share_pct": 19.17,
  "max_stage_delay_ns": 0.53,
  "worstMarginPinSlew_ns": 0.5001,
  "ys_sh_aoi_pct": 38.98
}
power breakdown:
group	leakage, nW	switching (mW)	internal [mW]
clock network	0	0	0
registers	0	0	0
logic	1.51	0.0536	0.0759
kinds of logic after synthesis:
kind of cell / Yosys count
AND-OR/OR-AND: 126
XOR/XNOR: 24
adder cells (fa/ha/maj): 32
buffers and inverters: 17
AND/OR/NAND/NOR: 130
multiplexers: 3
stage by stage:
step	utilization, %	worst slack, ns
floorplan	-	8.336
global placement	39.20	7.205
detailed placement	39.20	7.162
CTS	39.20	7.154
global route	39.20	6.978
finish	39.20	7.158
metal layers:
layer,vias up,share of wire (%)
met2,108,45
met4,0,0.62
met5,-,0
met1,1228,48
met3,4,6.4
li1,1485,-
cell usage after synthesis, drive strengths merged (5+ instances only):
| cell type | number | share of area, % |
|---|---|---|
| and2 | 5 | 1.5 |
| o21ai | 25 | 5.9 |
| nand3 | 6 | 1.4 |
| xor2 | 13 | 5.3 |
| a211oi | 5 | 2.0 |
| a21o | 17 | 6.0 |
| nor3 | 7 | 1.6 |
| ha | 31 | 18 |
| nand2 | 43 | 7.6 |
| nand4 | 6 | 1.8 |
| nor2 | 46 | 8.2 |
| o21bai | 5 | 1.9 |
| clkbuf | 12 | 2.1 |
| a21boi | 5 | 1.8 |
| xnor2 | 11 | 4.5 |
| a21oi | 49 | 12 |
path summary, 6_finish.rpt:
check	startpoint	to	slack, ns	depth (start not counted)
hold / removal	im_addr[0]	br_pc[0]	7.89	4
setup / recovery	im_ext[0]	br_pc[28]	7.16	11
layout make-up:
type | count | share of cell area [%]
inverter | 4 | 0.4125
timing repair buffer | 140 | 38.36
tap | 129 | 4.435
multi-input combinational | 315 | 56.79
Power is estimated from default activity; no workload was simulated.
