### run.sh
#!/bin/bash
# OpenROAD 26Q1-2900-gdf79404cd8, Yosys 0.63+post, stock flow scripts
make -C /OpenROAD-flow-scripts/flow DESIGN_CONFIG=/design/flow/config.mk WORK_HOME=/design/flow/orfs finish
### config.mk
export PLATFORM = sky130hd
export DESIGN_NAME = Data_Mem
export DESIGN_NICKNAME = Data_Mem
export VERILOG_FILES = /design/flow/design.v
export SDC_FILE = /design/flow/constraint.sdc
export NUM_CORES = 4
export LEC_CHECK = 1
export CORE_UTILIZATION = 30
### constraint.sdc
current_design Data_Mem

set clk_period 3.6
set clk_io_pct 0.2

create_clock -name clk0 -period $clk_period [get_ports {CLK}]

set non_clock_inputs [all_inputs -no_clocks]
set_input_delay [expr $clk_period * $clk_io_pct] -clock clk0 $non_clock_inputs
set_output_delay [expr $clk_period * $clk_io_pct] -clock clk0 [all_outputs]
### design.v
`timescale 1ns / 1ps
module Data_Mem(CLK,Address,Write_data,ctrl_sig,Read_data);
input [31:0] Address,Write_data;
input [8:0] ctrl_sig;
input CLK;
output reg[31:0] Read_data;
reg [31:0]Mem[31:0];
always@(negedge CLK)  
	if(ctrl_sig[4]) 
		Read_data = Mem[Address]; 
always@(posedge CLK)  
	if(ctrl_sig[3])  
		Mem[Address] = Write_data; 
endmodule
==> flow_summary.yaml <==
# synthesis and place-and-route metrics
run_status:
  status: "finished, violations left"
  violations: "negative setup slack"
synthesis:
  synth-xor-area-share_pct: 0
  syn_area_mm2: 0.04000
  synth-seq-area-share_pct: 79.28
  yosys.area.top_type_share_pct: 79.28
  synth.avg_cell_area_um2: 18.98
  ys_sh_simple_pct: 2.215
  logic_family: "multiplexers"
  yosysUniqueCellTypes: 23
  ys_seq_elements: 1056
  mux_area_share_pct: 12.81
  adder_share_pct: 0
  synth-edff-count: 1056
  ys_cells: 2108
  syn_inst: 2108
  synthFlopType: "edfxtp_1"
  yosys.area.top_type: "edfxtp_1"
  area_leaders: "edfxtp_1 79%, mux2i_1 13%, o22ai_1 4.0%, buf_2 1.0%, nor4_1 1.0%"
  yosysWarnings: 1
  synthArstFlopShare_pct: 0
  compound_area_share_pct: 4.035
  yosys_area_mm2: 0.04000
finish:
  final_util_pct: 39.59
  layoutNonFillerInstCount: 4421
  drive_above_1_share_pct: 29.72
  area_growth_pct: 30.43
final_timing:
  setup_viol: 50
  holdWs_ns: 0.7832
  rsz0062_at_grt: "true"
  final_max_slew_viol_count: 0
  tns_ns: -5.991
  slew_headroom_pct: 31.17
  tightest_slew_ns: 1.029
  skew_ns: 0.04202
  setup_ws_ns: -0.3041
  hold_viol: 0
grt:
  grt_util_all_layers_pct: 16.66
  antenna_found_initial: 2
  grt_pass1_wl_mm: 152.7
  grt_pass1_vias: 23284
  grt_max_degree: 33
  gr-total-overflow: 0
detailed_routing:
  drt_wl_total_mm: 107.5
  route.antenna.remaining_nets: 0
  vias: 21686
  viasPerCell: 4.905
  drt-initial-drc-count: 1218
  wl_per_cell_um: 24.32
  firstDrtPassIters: 5
  drc: 0
clock_network:
  cts_buffer_depth: 3
  cts_hold_buf: 0
  clock_sinks: 1056
  cts_tree: "yes"
  numCtsBuffers: 99
  insertion_delay_ns: 0.68
  htreeDepth: 3
  clk_pin_slew_ns: 0.06
  cts-root-buf: "clkbuf_16"
setup_path:
  crit_chain: "buf_2"
  critPathLaunchType: "flop"
  end_kind: "primary output"
  worst-path-buf-inv: 1
  path_class: "flop to primary output"
  path_delay_family: "flip-flops"
  critPathSlowestCell: "edfxtp_1"
  critPathRequiredTime_ns: 2.88
  critPathMaxFanout: 1
  slowest_delay_ns: 0.52
  arrival_ns: 3.18
power:
  powerDensity_mw_per_mm2: 497.8
  p_leak_nw: 18.28
  vdd_drop_max_mv: 0.3922
worst_hold_path:
  hold_class: "input port to flop"
floorplan:
  dieArea_mm2: 0.1348
  die_height_um: 367.1
  fp_util_pct: 30.35
  io-pin-count: 106
  core_area_mm2: 0.1318
  fp.dieW_um: 367.1
  num_rows: 133
placed_design:
  place_inst: 4090
  port_buffers: 71
  place.gp.congestion: 0.8463
  dpl.hpwl_mm: 60.93
job:
  warnings: 95
  cap_violations: 0
## kinds of logic (layout without fill, tap and decap cells)
logic type | after synthesis | count (layout)
AND-OR/OR-AND | 256 | 256
multiplexers | 512 | 512
AND/OR/NAND/NOR | 157 | 157
flip-flops | 1056 | 1056
buffers and inverters | 127 | 684
other | 0 | 1
## Yosys cell counts (all sizes together) (2+ instances only)
library cell and number:
buf 96, clkbuf 30, edfxtp 1056, mux2i 512
nand2 34, nand3 2, nand3b 4, nand4b 4
nand4bb 6, nor2 29, nor3 4, nor4 64
o22ai 256, or3b 3, or4b 4
## per-layer routing
metal	vias to the layer above	track usage [%]	wire length [um]
met2	1400	25.59	50580
met4	5	3.189	3104
li1	9599	-	-
met3	165	13.75	19110
met1	10517	17.68	34650
met5	-	1.104	74
## layout make-up
type / count / area [um^2]
Clock inverter: 94 / 713.2
Clock buffer: 126 / 2736
Tap cell: 1755 / 2196
Timing Repair Buffer: 464 / 5323
Fill cell: 11394 / 79620
Sequential cell: 1056 / 31710
Antenna cell: 1 / 2.502
Multi-Input combinational cell: 925 / 9492
## worst paths after layout
| kind | endpoint | cells past startpoint | start | slack, ns |
|---|---|---|---|---|
| setup / recovery | Read_data[12] | 1 | Read_data[12] | -0.30 |
| hold / removal | Mem[25][31] | 5 | Address[2] | 0.78 |
| setup reg to reg | Read_data[10] | 4 | Mem[15][10] | 0.29 |
| hold reg to reg | Read_data[21] | 4 | Mem[4][21] | 2.51 |
## through the flow
step / total power, W / setup WS (ns) / area [um^2]
final: 0.02597 / -0.3041 / 52170
after global routing: 0.02680 / -0.3843 / 52170
after CTS: 0.02603 / -0.3854 / 50860
after detailed placement: 0.01544 / -1.640 / 45660
after global placement: 0.01542 / -1.669 / 45660
after floorplan: 0.01470 / -0.2614 / 40440
## sequential cells by signal, summed over array words and instances, names as in the netlist
name,count
Mem,1024
Read_data,32
## report_power, final
part / leakage [nW] / switching (W) / internal [W]
Combinational: 6.94 / 0.000857 / 0.000725
Clock: 1.79 / 0.00448 / 0.00610
Sequential: 9.55 / 0.0000728 / 0.0137
## timing repair
action	4_1_cts	5_1_grt
pin swaps	51	62
endpoints found under the setup margin	64	61
resized	312	153
buffers inserted	58	53
gates cloned	12	2
## worst register-to-register path, cell delays in order (launching register included)
cell and delay [ns]:
edfxtp_1 0.38, mux2i_1 0.25, o22ai_2 0.16, nor4_4 0.41, nand2_1 0.08
## placed cells by master (no fill, tap or decap), types with 5 or more instances in the layout
cell type / Yosys / final
nand2_1: 34 / 33
nand4bb_4: 0 / 6
clkinv_1: 0 / 18
clkinv_2: 0 / 12
buf_6: 10 / 46
mux2i_2: 0 / 15
clkdlybuf4s50_1: 0 / 33
mux2i_1: 512 / 488
buf_4: 3 / 223
nor4_4: 0 / 19
buf_12: 0 / 94
o22ai_4: 0 / 40
clkinvlp_2: 0 / 5
clkbuf_16: 0 / 108
mux2i_4: 0 / 9
inv_1: 1 / 33
nor4_2: 0 / 30
buf_16: 0 / 11
o22ai_1: 254 / 166
clkbuf_1: 30 / 18
nor2_4: 0 / 28
bufinv_16: 0 / 8
o22ai_2: 2 / 50
nor4_1: 64 / 15
buf_8: 0 / 16
buf_2: 81 / 34
edfxtp_1: 1056 / 1056
Power figures rest on the tool's default switching activity, not on a simulated workload.
