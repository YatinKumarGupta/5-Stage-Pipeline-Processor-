### flow/config.mk
export PLATFORM = sky130hd
export DESIGN_NAME = Fetch
export DESIGN_NICKNAME = Fetch
export VERILOG_FILES = /design/flow/design.v
export SDC_FILE = /design/flow/constraint.sdc
export NUM_CORES = 4
export LEC_CHECK = 1
export CORE_UTILIZATION = 40
### flow/constraint.sdc
current_design Fetch

set clk_period 5.5
set clk_io_pct 0.2

create_clock -name clk0 -period $clk_period [get_ports {clk}]

set non_clock_inputs [all_inputs -no_clocks]
set_input_delay [expr $clk_period * $clk_io_pct] -clock clk0 $non_clock_inputs
set_output_delay [expr $clk_period * $clk_io_pct] -clock clk0 [all_outputs]
### flow/design.v
`timescale 1ns / 1ps
module Fetch(clk,ins,br,br_pc,pc);
input clk;
input [31:0] br_pc;
input br;
output reg [31:0] pc;
output reg [31:0] ins;
reg count;
reg [31:0] instr_mem[31:0];    
initial begin
	pc = 0;
	count = 0;
	instr_mem[0] = 32'b001001_00000_00001_0000000000000100;  
	instr_mem[1] = 32'b001001_00000_00010_0000000000110111;  
	instr_mem[2] = 32'b001001_00000_00011_0000000000000000;  
	instr_mem[3] = 32'b000000_00000_00010_00100_00000_101000;  
	instr_mem[4] = 32'b000000_00100_00001_00100_00000_100010;  
	instr_mem[5] = 32'b000011_00100_00100_0000000000000100;  
	instr_mem[6] = 32'b001000_00011_00011_0000000000000001;  
	instr_mem[7] = 32'b000000_00000_00100_00101_00000_101000;  
	instr_mem[8] = 32'b000010_00000000000000000000000100;  
	instr_mem[9] = 32'b000000_00000_00000_00000_00000_000000;  
end
always@(posedge clk)begin
	if(br)
		pc = br_pc;   
	else
	begin 
		if(count)
			pc = pc + 32'd1;  
		else
			count = 1;
	end
end
always@(posedge clk)begin
	ins = instr_mem[pc];
end
endmodule
### flow/run.sh
#!/bin/bash
# OpenROAD 26Q1-2900-gdf79404cd8, Yosys 0.63+post, stock flow scripts
make -C /OpenROAD-flow-scripts/flow DESIGN_CONFIG=/design/flow/config.mk WORK_HOME=/design/flow/orfs finish
==> commit_impl_results.txt <==
Refresh implementation metrics

- Max-cap violations in this run came to 0.
- Number of rows created at floorplan: 29
* Number of nets with antenna violations after detailed routing: 0
- Per the detail_route report, DRC violations left total 0.
- Setup repair after global routing left no endpoint under its margin.
- In the final report, the number of hold violations comes to 0.
- Register share after synthesis: 48.6%
* Cells traversed along the worst timing path: clkdlybuf4s50_1
- Combined buffer and inverter count along the critical path: 1
* Vias per std cell: 4.85
- Fill cells: 575
- In the synthesized netlist, the number of instances is 267.
- Pin count of the biggest net entering global routing: 64
* Final Wtd Congestion: 0.769
* Nature of the critical path startpoint: register
- GR Util All Layers: 17.0%
- The completed layout was analyzed and its total power is 0.916 mW.
- Clock period minus final worst setup slack: 2670 ps
- Peak clock frequency supported by timing: 375 MHz
- Yosys chip area: 2700 sq um
* Number of global-route vias before repair: 1876
- Worst stage delay on the critical path: 700 ps
- The report lists the power per cell area as 255 nW/um^2.
- Broken down by cell family, the worst path's largest delay share belongs to flip-flops.
* Total clock buffers created by CTS: 5
- Critical Path AT: 1570 ps
- Total grt overflow: 0
- Looking at the clock tree report, the maximum root-to-sink buffer count equals 2.
- The final timing report counts setup violations totalling 0.
* Number of cells in Yosys stat: 267
* CTS tree: done
* Worst hold path type: reg2reg
* Antenna diodes: 0
- Most frequent standard cell in the layout excluding fill and tap cells: clkdlybuf4s50_1
- Compared with the post-synthesis result, the final layout area differs by 33.0%.
* Type of the worst setup path: reg2out
* First-pass GRT wire length: 9.32 mm
- The post-synth register bit count is 49.
- Area share of the largest cell type after synthesis: 36.7%
- Ranking of synthesized cells by area: edfxtp_1 (37%), dfxtp_1 (12%), xnor2_1 (6.2%), nand2_1 (5.4%), buf_4 (4.7%)
* Area of the mapped netlist: 2700 sq um
* Count of port buffers added during placement: 82
- Log Warnings: 28
- The worst VDD IR drop from the latest analysis is 0.108 mV.
* Crit path max-delay cell type: edfxtp_1
* Final Cycle Share: 48.5%
- Looking at the max-slew report, the worst-margin pin has a slew of 792 ps.
* Pre-Place Util: 42.0%
- Setup TNS: 0 ps
- The report puts the hold buffer count at CTS at 0.
- HPWL after detailed placement: 3.90 mm
- Top library cells by usage in the layout, fill and taps aside: clkdlybuf4s50_1 (81), nand2_1 (39), edfxtp_1 (33)
* Leakage: 1.26 nW
- Looking at area per cell type in the netlist, the leader is edfxtp_1.
- The routed layout has 2036 vias.
* Clk root buf: clkbuf_8
- Layout cells sized above 1: 8.75%
- The detailed router finished its first iteration with 111 violations.
* Final routed wire length divided by cell count: 13.4 um
- For the worst-skew pair, the clock arrives at the later sink with an insertion delay of 300 ps.
- Looking at the critical path, the highest net fanout was 16.
- Die y size: 84.1 um
* Number of H-tree levels: 2
- The overall die size recorded for this design is 7080 sq um.
- Data required time of the critical path: 4400 ps
* Yosys warnings: 1
- In this run the most critical hold path is launched from pc[14].
- Distinct cell type count of the synthesized netlist: 33
* Startpoint of the lowest-slack register-to-register path: pc[0]
- Sink Count: 49
- The final report gives the core utilization as 55.9%.
- Avg Synthesized Cell Area: 10.1 sq um
- The first detailed-routing pass took 23 iterations.
- STA reports a reg2reg setup slack of 3140 ps.
- In this run the standard cell core region covers 6420 sq um.
- Cts repair resizes: 0
* Crit end category: output port
- Number of antenna violations at the first check in global routing: 0
* Clk pin slew, worst setup/hold paths: 90 ps
* Total Routed Length: 5.65 mm
- In this run the tightest slew margin relative to its limit is 47.2%.
- Result of the run: completed
- Between clock sinks in the finished design, the worst skew comes to 5.91 ps.
- The floorplan step set the die width to 84.1 um.
- # IOs: 98
- Critical path origin: pc[3]
- # Post-CTS Setup Buffers: 0
- In the final report, the number of pins over their slew limit comes to 0.
cells by family after synthesis:
| logic type | count (synthesis) | share of synthesized area, % |
|---|---|---|
| and+or+nand+nor | 108 | 24.1 |
| DFF | 49 | 48.6 |
| AOI/OAI and AO/OA | 35 | 6.49 |
| buffers and inverters | 35 | 7.33 |
| xor gates and xnor gates | 30 | 9.74 |
| adders and majority gates | 4 | 1.86 |
| muxes | 4 | 1.58 |
| other | 2 | 0.278 |
registers in the layout, summed over array words and instances, names as in the netlist:
name   count
pc        32
count      1
ins       16
per-stage QoR:
stage	instance area, sq um	instances	setup WS (ps)	hold slack (ps)
global placement	3490	412	2700	662
detailed placement	3490	412	2690	671
finish	3590	420	2830	690
global route	3590	420	2740	728
floorplan	2750	281	3290	490
CTS	3590	420	2810	694
final timing paths:
| check | cells past startpoint | end |
|---|---|---|
| worst max-delay path | 1 | pc[3] |
| worst min-delay path | 2 | pc[14] |
| worst max register to register | 6 | pc[26] |
| worst min register to register | 2 | pc[14] |
synthesized netlist by cell type, drive strengths merged:
| cell type | instances |
|---|---|
| and4 | 6 |
| and2 | 6 |
| dfxtp | 16 |
| or2 | 3 |
| inv | 6 |
| nor3 | 8 |
| mux2i | 2 |
| a21oi | 5 |
| clkbuf | 9 |
| nand3 | 16 |
| mux2 | 2 |
| conb | 2 |
| nand4 | 6 |
| and3 | 3 |
| xor2 | 11 |
| nand2 | 40 |
| nand2b | 4 |
| nor2b | 3 |
| o21ai | 30 |
| ha | 4 |
| xnor2 | 19 |
| nor3b | 1 |
| edfxtp | 33 |
| buf | 20 |
| nor4 | 9 |
| nor2 | 3 |
metal layers:
layer | vias to the layer above | share of wire, % | track usage (%)
met2 | 61 | 45 | 25.1
met4 | 0 | 0.51 | 1.57
met5 | - | 0 | 0
li1 | 1054 | - | -
met3 | 2 | 5.0 | 2.41
met1 | 919 | 50 | 29.6
report_power, final:
part	total [mW]	switching [mW]	leakage, nW	internal, mW
Combinational	0.190	0.0560	0.730	0.134
Clock	0.222	0.129	0.0495	0.0933
Sequential	0.503	0.0537	0.476	0.449
tightest hold or removal path, stage by stage (launching register included):
cell and delay (ps):
edfxtp_1 400, xnor2_1 80, o21ai_1 100
final cells by class:
cell class | count | area, sq um | area share [%]
clock buffer | 5 | 68.8 | 1.92
clock inverter | 3 | 23.8 | 0.663
inverter | 6 | 22.5 | 0.628
multi-input combinational | 197 | 1240 | 34.6
sequential | 49 | 1310 | 36.6
tap | 77 | 96.3 | 2.69
timing repair buffer | 83 | 823 | 23.0
No activity file was given, so power comes from the tool's default toggle rates.
